## design/flow/run.sh

```bash
#!/bin/bash
# OpenROAD 26Q1-2900-gdf79404cd8, Yosys 0.63+post, stock flow scripts
make -C /OpenROAD-flow-scripts/flow DESIGN_CONFIG=/design/flow/config.mk WORK_HOME=/design/flow/orfs finish
```

## design/flow/config.mk

```make
export PLATFORM = sky130hd
export DESIGN_NAME = DisplayTest
export DESIGN_NICKNAME = DisplayTest
export VERILOG_FILES = /design/flow/design.v
export SDC_FILE = /design/flow/constraint.sdc
export NUM_CORES = 4
export LEC_CHECK = 1
export CORE_AREA = 10 10 89 89
export DIE_AREA = 0 0 99 99
```

## design/flow/constraint.sdc

```tcl
current_design DisplayTest

set clk_period 3.0
set clk_io_pct 0.2

create_clock -name clk0 -period $clk_period [get_ports {clk}]

set non_clock_inputs [all_inputs -no_clocks]
set_input_delay [expr $clk_period * $clk_io_pct] -clock clk0 $non_clock_inputs
set_output_delay [expr $clk_period * $clk_io_pct] -clock clk0 [all_outputs]
```

## design/flow/design.v

```verilog
`timescale 1ns / 1ps
module BCDtoSevenSeg(
    input [3:0] an,
    output reg [6:0] disp
    );
   always @ (*) begin
    case (an)
        0: disp=7'b0000001;
        1: disp=7'b1001111;
        2: disp=7'b0010010;
        3: disp=7'b0000110;
        4: disp=7'b1001100;
        5: disp=7'b0100100;
        6: disp=7'b0100000;
        7: disp=7'b0001111;
        8: disp=7'b0000000;
        9: disp=7'b0000100;
        10: disp=7'b0001000;
        11: disp=7'b1100000;
        12: disp=7'b0110001;
        13: disp=7'b1000010;
        14: disp=7'b0110000;
        15: disp=7'b0111000;
    endcase
    end
endmodule
`timescale 1ns / 1ps
module DisplayCLK(
    input clkin,
    output reg clkout
    );
    reg [20:0] counter;
    always @(posedge clkin) begin
        if(counter != 50_000 - 1) begin
            counter <= counter + 1;  
            clkout <= 0;  
        end else begin
            counter <= 0;  
            clkout <= 1;  
        end
    end 
endmodule
`timescale 1ns / 1ps
module DisplayTest(
    input clk,
    input [7:0] sw,
    output [3:0] an,
    output [6:0] seg
    );
    DisplayTop d0 (clk, {8'b0, sw}, an, seg);
endmodule
`timescale 1ns / 1ps
module DisplayTop(
    input clk,
    input [15:0] display_value,
    output [3:0] an,
    output [6:0] seg
    );
    wire clkout;
    wire [3:0] mux_out;
    wire [1:0] counter_out;
    Four_to_One_MUX a2 (display_value[3:0], display_value[7:4], display_value[11:8], display_value[15:12], counter_out, mux_out);
    DisplayCLK a3 (clk, clkout);
    Two_bit_counter a4 (clkout, counter_out);
    Two_Four_Decoder a5 (counter_out, an);
    BCDtoSevenSeg a6 (mux_out, seg);
endmodule
`timescale 1ns / 1ps
module Four_to_One_MUX(
    input [3:0] A,
    input [3:0] B,
    input [3:0] C,
    input [3:0] D,
    input [1:0] selector,
    output [3:0] mux_out
    );
    assign mux_out = (selector == 0) ? A:
                      (selector == 1) ? B: 
                      (selector == 2) ? C:D;
endmodule
`timescale 1ns / 1ps
module Two_Four_Decoder(
    input [1:0] enable,
    output reg [3:0] an
    );
    always @(enable) begin
        case (enable)
            0: an = 4'b1110;
            1: an = 4'b1101;
            2: an = 4'b1011;
            3: an = 4'b0111; 
        endcase
    end
endmodule
`timescale 1ns / 1ps
module Two_bit_counter(
    input clk,
    output [1:0] out
    );
    reg [1:0] temp = 2'b00;
    always @ (posedge clk) begin
        temp = temp + 1;
    end
    assign out = temp;
endmodule
```

==> results_slide.txt <==
Implementation Results

Clock tree
  – Clock tree from TritonCTS: yes
  – Clock root buffer master: clkbuf_8
  – Number of buffers added by the clock tree synthesis step: 3
  – Clock-pin transition on the worst setup and hold timing paths: 0.07 ns
  – Htree depth: 1
  – Maximum buffer depth of the clock tree: 2
  – Late-Pin Clk Latency: 0.25 ns

Logic synthesis
  – Synthesized instance count: 150
  – Syn Std Cell Area: 0.00142 mm2
  – Post-synthesis sequential area ratio: 0.337
  – Post-synthesis chip area from yosys: 0.00142 mm2
  – Number of cells in the yosys synthesis report: 150
  – Avg Synthesized Cell Area: 9.49 um2
  – Post-synth cell types: 34
  – Number of warnings reported in the yosys synthesis log: 4
  – Synthesized registers: 24

Flow run
  – Number of warnings in the stage logs: 34
  – Max-Cap Viols: 0

Final layout
  – Fraction of final layout cells sized beyond drive strength 1: 0.165
  – Post-layout utilization of the core: 0.310
  – Total non-filler cell area in the finished layout: 0.00186 mm2
  – Area growth from synthesis to final layout: 30.4%
  – Layout filler cell count: 608
  – Most frequent cells in the layout: dfxtp_1 (24), nor2_1 (14), xnor2_1 (14), clkdlybuf4s50_1 (14), inv_1 (12)
  – Most used logic cell in the final layout: dfxtp_1

Place
  – Total half-perimeter wirelength after legalization and detailed placement: 1950 um
  – Last weighted congestion value of the routability-driven placer: 0.788
  – Count of port buffers added during placement: 19
  – Area after DPL: 0.00168 mm2

Route
  – Count of unresolved DRC violations after routing: 0
  – Vias per Instance: 4.27
  – Violation tally from detailed-route iteration zero: 25
  – ANT cells: 0
  – Router iterations before antenna repair: 3
  – Avg WL per Cell: 10.9 um
  – Final antenna-violating net count: 0
  – Vias: 1072
  – Total wire length: 2720 um

STA
  – Endpoints left unconstrained: 6
  – # setup viols final: 0
  – Hold Violations, Final: 0
  – Final critical delay including setup and external delays: 2.91 ns
  – Portion of the clock cycle consumed by the worst path in the final layout: 0.969
  – Number of register pins that no clock reaches: 2
  – Slew Limit Fails: 0
  – Max Clock Skew: 0.00363 ns
  – Worst relative slew slack: 0.623
  – Highest Clock Rate: 0.344 GHz
  – Slew of the pin with the lowest slew margin: 0.561 ns

Floorplanning
  – Die W: 99 um
  – Overall die area: 0.00980 mm2
  – Starting density of the core: 0.238
  – Core Region: 0.00599 mm2
  – Die height: 99 um
  – Number of placed I/O pins: 20
  – Placement Rows: 28

Worst setup path
  – Critical-path cell list: clkdlybuf4s50_1, nand2_1, o21a_4, ha_1, mux2i_1, a22o_1, clkdlybuf4s50_1
  – Cell seen most often among critical-path stages: clkdlybuf4s50_1
  – CP peak stage delay: 0.46 ns
  – Maximum fanout along the worst path: 7
  – Bufs and invs on worst path: 2
  – Crit end category: output port
  – Critical Path Stages: 7
  – Crit-path leading delay family: buffers and inverters
  – Critical Path AT: 2.31 ns
  – Worst path slowest cell: clkdlybuf4s50_1
  – Path depth of the worst reg2reg path: 5
  – Setup Crit Path Kind: in2out
  – Crit path DRT: 2.40 ns
  – Critical path startpoint category: input port

Power
  – Total power density per cell area: 274 mW/mm2
  – Leak: 0.782 nW
  – Peak supply drop: 221 uV

Min path
  – Cell count of the worst hold path: 1
  – Class of the most critical hold timing path: reg2reg

Global route
  – First-pass GRT wire length: 4700 um
  – Number of global-route vias before repair: 999
  – Pin count of the biggest net entering global routing: 13
  – Overall fraction of global-route tracks in use: 0.0541
  – Antenna violations before repair: 0
  – Overflow after GRT: 0

Status
  – Result of the run: completed
==> routing by layer <==
metal | GRT usage | wire length, um | up-vias
met5 | 0 | 0 | -
met2 | 0.0782 | 1110 | 19
met1 | 0.0812 | 1450 | 485
li1 | - | - | 566
met4 | 0.00992 | 24 | 0
met3 | 0.0113 | 134 | 2
==> repair_timing <==
item,4_1_cts,5_1_grt
endpoints found under the setup margin,6,7
pin swaps,0,4
cloned,1,0
buffers inserted,0,5
gates resized,5,17
hold buffers,0,0
==> state kept, by name (all words and copies together) (netlist names) <==
name / count
d0.a4.temp: 2
d0.a3.counter: 21
d0.a3.clkout: 1
==> path summary, 6_finish.rpt <==
check               startpoint                end  slack, ns
max                      sw[4]             seg[2]       0.09
min          d0.a3.counter[20]  d0.a3.counter[20]       0.47
max reg2reg   d0.a3.counter[0]  d0.a3.counter[18]       1.36
min reg2reg  d0.a3.counter[20]  d0.a3.counter[20]       0.47
==> cell families (layout without fill, tap and decap cells) <==
kind of cell | Yosys count | in the layout | share of synthesized area
simple gates | 58 | 58 | 0.254
flops | 24 | 24 | 0.337
xor+xnor | 20 | 20 | 0.123
buf+inv | 18 | 43 | 0.0606
fa+ha+maj | 12 | 12 | 0.105
compound gates | 11 | 12 | 0.0694
mux | 7 | 7 | 0.0501
==> synth_stat cells <==
library cell,instances,share of area
a211oi_2,1,0.0088
a21oi_2,1,0.0062
a21oi_4,1,0.011
a22o_1,3,0.018
and2_1,1,0.0044
and3_1,1,0.0044
and3b_1,2,0.012
and4_1,1,0.0062
buf_4,1,0.0053
buf_6,2,0.016
clkbuf_1,1,0.0026
dfxtp_1,24,0.34
ha_1,12,0.11
inv_1,14,0.037
mux2_2,1,0.0079
mux2i_1,6,0.042
nand2_1,9,0.024
nand3_1,6,0.021
nand3_2,1,0.0070
nand3b_1,1,0.0053
nand4_1,7,0.031
nand4_4,1,0.015
nor2_1,14,0.037
nor2b_1,2,0.0088
nor3_1,4,0.014
nor3b_1,2,0.011
nor4_1,3,0.013
nor4_4,2,0.030
nor4b_2,1,0.011
o21a_1,3,0.016
o21ai_0,1,0.0035
o31ai_1,1,0.0053
xnor2_1,14,0.086
xor2_1,6,0.037
==> through the flow <==
stage,power [mW],hold slack (ns),TNS (ns),worst slack [ns],cells
final,0.509,0.466,0,0.0943,251
after global routing,0.530,0.501,-0.00432,-0.00432,251
after CTS,0.517,0.472,-0.00426,-0.00244,246
after detailed placement,0.309,0.461,-0.270,-0.0673,241
after global placement,0.309,0.450,-0.281,-0.0900,241
after floorplan,0.299,0.430,0,0.967,150
==> area by class of cell <==
cell class	count	area (um2)	share of cell area
Sequential cell	24	480	0.259
Multi-Input combinational cell	109	922	0.497
Inverter	14	57.6	0.0310
Tap cell	75	93.8	0.0505
Timing Repair Buffer	25	248	0.133
Clock buffer	4	55.1	0.0296
==> power breakdown <==
group	total, mW	switching [mW]	internal [mW]
Combinational	0.0117	0.00276	0.00892
Sequential	0.292	0	0.292
Clock	0.205	0.0886	0.117
Total	0.509	0.0914	0.417
Power and IR drop assume default switching activity.

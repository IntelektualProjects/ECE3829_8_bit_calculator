## flow/config.mk

```make
export PLATFORM = sky130hd
export DESIGN_NAME = FSM
export DESIGN_NICKNAME = FSM
export VERILOG_FILES = /design/flow/design.v
export SDC_FILE = /design/flow/constraint.sdc
export NUM_CORES = 4
export LEC_CHECK = 1
export CORE_UTILIZATION = 30
```

## flow/run.sh

```bash
#!/bin/bash
# OpenROAD 26Q1-2900-gdf79404cd8, Yosys 0.63+post, stock flow scripts
make -C /OpenROAD-flow-scripts/flow DESIGN_CONFIG=/design/flow/config.mk WORK_HOME=/design/flow/orfs finish
```

## flow/design.v

```verilog
`timescale 1ns / 1ps
module ALU(
    input [2:0] opcode,
    input [7:0] in1,
    input [7:0] in2,
    output reg [7:0] result
    );
    always @(*) begin
        case(opcode)
            3'b000: result = in1 ^ in2;
            3'b001: result = in1 & in2;
            3'b010: result = in1 | in2;
            3'b011: result = in1 + in2;
            3'b100: result = in1 + ((~in2) + 8'b1);  
            default: result = 8'b0;
        endcase
    end
endmodule
`timescale 1ns / 1ps
module BCDtoSevenSeg(
    input [3:0] an,
    output reg [6:0] disp
    );
   always @ (*) begin
    case (an)
        0: disp=7'b0000001;
        1: disp=7'b1001111;
        2: disp=7'b0010010;
        3: disp=7'b0000110;
        4: disp=7'b1001100;
        5: disp=7'b0100100;
        6: disp=7'b0100000;
        7: disp=7'b0001111;
        8: disp=7'b0000000;
        9: disp=7'b0000100;
        10: disp=7'b0001000;
        11: disp=7'b1100000;
        12: disp=7'b0110001;
        13: disp=7'b1000010;
        14: disp=7'b0110000;
        15: disp=7'b0111000;
    endcase
    end
endmodule
`timescale 1ns / 1ps
module DFF(
    input clk,
    input D,
    output reg Q = 0
    );
    always @ (posedge clk) begin
        Q <= D;
    end
endmodule
`timescale 1ns / 1ps
module DebounceCLK(
    input clkin,
    output reg clkout
    );
    reg [26:0]counter=0;
    always @(posedge clkin) begin
        if(counter == 25_000_000 - 1) begin
            counter <= 0;
            clkout <= ~clkout;
        end else
            counter <= counter + 1;
    end
endmodule
`timescale 1ns / 1ps
module Debouncer(
    input clk,
    input pushbutton_in,
    output pushbutton_out
    );
    wire slow_clk_en;
    wire Q1,Q2,Q2_bar;
    DebounceCLK u1(clk,slow_clk_en);
    DFF d0(slow_clk_en,pushbutton_in,Q1);
    DFF d1(slow_clk_en,Q1,Q2);
    assign Q2_bar = ~Q2;
    assign pushbutton_out = Q1 & Q2_bar;
endmodule
`timescale 1ns / 1ps
module DisplayCLK(
    input clkin,
    output reg clkout
    );
    reg [20:0] counter;
    always @(posedge clkin) begin
        if(counter != 50_000 - 1) begin
            counter <= counter + 1;  
            clkout <= 0;  
        end else begin
            counter <= 0;  
            clkout <= 1;  
        end
    end 
endmodule
`timescale 1ns / 1ps
module DisplayTop(
    input clk,
    input [15:0] display_value,
    output [3:0] an,
    output [6:0] seg
    );
    wire clkout;
    wire [3:0] mux_out;
    wire [1:0] counter_out;
    Four_to_One_MUX a2 (display_value[3:0], display_value[7:4], display_value[11:8], display_value[15:12], counter_out, mux_out);
    DisplayCLK a3 (clk, clkout);
    Two_bit_counter a4 (clkout, counter_out);
    Two_Four_Decoder a5 (counter_out, an);
    BCDtoSevenSeg a6 (mux_out, seg);
endmodule
`timescale 1ns / 1ps
module FSM(
    input clk,
    input btnL,
    input btnR,
    input [7:0] sw,
    output [3:0] an,
    output [6:0] seg,
    output reg [3:0] led
    );
    parameter INONE = 2'b00;
    parameter INTWO = 2'b01;
    parameter OPERATION = 2'b10;
    parameter RESULT = 2'b11;
    reg [1:0] current_state;
    reg [1:0] next_state;
    reg [7:0] operand_one = 8'b0;
    reg [7:0] operand_two = 8'b0;
    reg [2:0] alu_op;
    wire [7:0] alu_result;
    ALU a0 (alu_op, operand_one, operand_two, alu_result);
    wire btnL_d;
    wire btnR_d;
    Debouncer c0 (clk, btnL, btnL_d);
    Debouncer c1 (clk, btnR, btnR_d);
    reg btnR_d_prev;
    always @(posedge clk) btnR_d_prev <= btnR_d;
    wire btnR_rising_edge = btnR_d & ~btnR_d_prev;
    wire [15:0] display_val = (current_state != RESULT) ? {operand_two, operand_one}: {8'b0, alu_result};
    DisplayTop d0 (clk, display_val, an, seg);
    always @(posedge clk) begin
        if(btnL_d) begin
            current_state <= INONE;
        end else
            current_state <= next_state;
    end
    always @(*) begin
        case (current_state)
            INONE: begin   
                    if(btnR_rising_edge)
                        next_state = INTWO;
                    else
                        next_state = INONE;
                    end
            INTWO:begin   
                    if(btnR_rising_edge)
                        next_state = OPERATION;
                     else
                        next_state = INTWO;
                  end
            OPERATION:begin   
                    if(btnR_rising_edge)
                        next_state = RESULT;
                    else
                        next_state = OPERATION;
                  end
            RESULT: begin  
                    if(btnL_d)
                        next_state = INONE;
                    else
                        next_state = RESULT;
                    end
            default: next_state = INONE;
        endcase
    end
    always @(posedge clk) begin
        if(current_state == INONE && next_state == INTWO) begin
            operand_one <= sw;
        end 
        else if(current_state == INTWO && next_state == OPERATION) begin
            operand_two <= sw;
        end
        else if(current_state == OPERATION && next_state == RESULT) begin
            alu_op <= sw[2:0];  
        end
        else if(current_state == RESULT && next_state == INONE) begin
            operand_one <= 0;
            operand_two <= 0;
            alu_op <= 0;
        end
    end
    always @(*) begin
        case(current_state)
            INONE:
                led = 4'b1;
            INTWO:
                led = 4'b10;
            OPERATION:
                led = 4'b100;
            RESULT:
                led = 4'b1000;
        endcase
    end
endmodule
`timescale 1ns / 1ps
module Four_to_One_MUX(
    input [3:0] A,
    input [3:0] B,
    input [3:0] C,
    input [3:0] D,
    input [1:0] selector,
    output [3:0] mux_out
    );
    assign mux_out = (selector == 0) ? A:
                      (selector == 1) ? B: 
                      (selector == 2) ? C:D;
endmodule
`timescale 1ns / 1ps
module Two_Four_Decoder(
    input [1:0] enable,
    output reg [3:0] an
    );
    always @(enable) begin
        case (enable)
            0: an = 4'b1110;
            1: an = 4'b1101;
            2: an = 4'b1011;
            3: an = 4'b0111; 
        endcase
    end
endmodule
`timescale 1ns / 1ps
module Two_bit_counter(
    input clk,
    output [1:0] out
    );
    reg [1:0] temp = 2'b00;
    always @ (posedge clk) begin
        temp = temp + 1;
    end
    assign out = temp;
endmodule
```

## flow/constraint.sdc

```tcl
current_design FSM

set clk_period 5.5
set clk_io_pct 0.2

create_clock -name clk0 -period $clk_period [get_ports {clk}]

set non_clock_inputs [all_inputs -no_clocks]
set_input_delay [expr $clk_period * $clk_io_pct] -clock clk0 $non_clock_inputs
set_output_delay [expr $clk_period * $clk_io_pct] -clock clk0 [all_outputs]
```

==> load_flow_metrics.sql <==
-- metrics for the results database
INSERT INTO impl_metrics (metric_group, metric, value, unit) VALUES
('routing', 'drtPass1Iterations', '6', ''),
('power_and_ir_drop', 'power.ir.vdd_worst', '0.127', 'mV'),
('timing', 'report.final.hold_viol_count', '0', ''),
('clocking', 'tritoncts.num_buffers', '9', ''),
('worst_setup_path', 'arrival', '3990', 'ps'),
('final_layout', 'final_layout_top_logic_cell', 'sky130_fd_sc_hd__dfxtp_1', ''),
('routing', 'num_vias', '4525', ''),
('worst_setup_path', 'worstReg2RegEnd', 'c1.u1.counter[24]$_SDFF_PN0_', ''),
('routing', 'routedWlPerCell', '12.0', 'um'),
('global_route', 'grt_pass1_vias', '4127', ''),
('synth', 'chip_area_in_the_yosys_report', '0.00606', 'mm^2'),
('synth', 'synth_async_sr_flop_share', '0', ''),
('synth', 'synthDistinctLibCells', '62', ''),
('global_route', 'grt_start_max_net_pins', '22', ''),
('routing', 'route.detailed.vias_per_inst', '4.71', ''),
('clocking', 'tritoncts', 'built', ''),
('timing', 'rsz_0062_raised_after_global_routing', 'no', ''),
('routing', 'route.antenna.diode_count', '0', ''),
('worst_hold_path', 'hold_class', 'flip-flop to flip-flop', ''),
('timing', 'finalSetupViolations', '0', ''),
('timing', 'finalClockPeriodUsage', '0.925', ''),
('flow_run', 'stage_log_warnings', '52', ''),
('status', 'status', 'complete, no violations', ''),
('timing', 'drv_slew', '0', ''),
('clocking', 'cts_setup_buffers', '0', ''),
('worst_setup_path', 'timing.reg2reg.worst_path_depth', '7', ''),
('placed_design', 'hpwl', '8.71', 'mm'),
('floorplan', 'io-pin-count', '26', ''),
('timing', 'slew_headroom', '0.434', ''),
('power_and_ir_drop', 'leakage', '2.79', 'nW'),
('global_route', 'gr-total-overflow', '0', ''),
('final_layout', 'utilization', '0.349', ''),
('clocking', 'clk_transition_reported_paths', '70', 'ps'),
('worst_setup_path', 'cp_cell_sequence', 'inv_1 -> ha_1 -> o21bai_1 -> a21oi_2 -> o31ai_1 -> a221oi_2 -> mux2i_1 -> or4b_1 -> xnor2_1 -> a211oi_2 -> clkdlybuf4s50_1', ''),
('worst_setup_path', 'rr_startpoint', 'c1.u1.counter[0]$_SDFF_PN0_', ''),
('floorplan', 'chip_area', '0.0208', 'mm^2'),
('floorplan', 'die_height', '144', 'um'),
('worst_setup_path', 'crit_path_start_kind', 'flip-flop', ''),
('global_route', 'track_usage', '0.118', ''),
('flow_run', 'max_cap_violations', '0', ''),
('timing', 'unclocked_regs', '6', ''),
('clocking', 'cts_root_buf', 'sky130_fd_sc_hd__clkbuf_16', ''),
('worst_setup_path', 'slowest_delay', '810', 'ps'),
('final_layout', 'layout_top_cells_excl_fill_tap', 'sky130_fd_sc_hd__dfxtp_1 (87), sky130_fd_sc_hd__nor2_1 (63), sky130_fd_sc_hd__nand2_1 (49)', ''),
('synth', 'mappedNetlistArea', '0.00606', 'mm^2'),
('worst_setup_path', 'endpoint', 'seg[6]', ''),
('timing', 'fin_setup_tns', '0', 'ps'),
('timing', 'number_of_unconstrained_endpoints', '11', ''),
('synth', 'synthFlopType', 'sky130_fd_sc_hd__dfxtp_1', ''),
('placed_design', 'gpl.final_weighted_congestion', '0.944', ''),
('worst_setup_path', 'reg2reg_slack', '3190', 'ps'),
('floorplan', 'floorplan.initialDensity', '0.308', ''),
('worst_setup_path', 'critPathCaptureType', 'primary output', ''),
('floorplan', 'num_rows', '51', ''),
('timing', 'worst-slew-pin-transition', '849', 'ps'),
('routing', 'antenna_left', '0', ''),
('synth', 'synth_seq_share', '0.391', ''),
('synth', 'syn_area_per_cell', '8.95', 'um^2'),
('final_layout', 'layout_cells_sized_above_1', '0.0532', ''),
('global_route', 'initial_antenna_violation_count', '0', ''),
('synth', 'ys.flops', '108', ''),
('clocking', 'cts-hold-fix-buffers', '0', ''),
('clocking', 'cts_resized', '0', ''),
('worst_setup_path', 'critPathMaxFanout', '14', ''),
('clocking', 'ctsHtreeMaxLevel', '3', ''),
('clocking', 'clock_insertion_delay_worst_skew', '340', 'ps'),
('clocking', 'cts-root-to-sink-buffers', '2', ''),
('timing', 'skew', '7.06', 'ps'),
('power_and_ir_drop', 'pwr_density_cell', '209', 'mW/mm^2'),
('power_and_ir_drop', 'post-layout-total-power', '1.44', 'mW'),
('final_layout', 'filler_cell_count', '2029', '');
[through the flow]
stage / setup WS [ps] / instance area, um^2 / hold slack, ps / std cells
2_1_floorplan: 1700 / 6060 / 426 / 677
4_1_cts: 363 / 6860 / 458 / 960
3_5_place_dp: 745 / 6550 / 446 / 944
6_report: 410 / 6860 / 454 / 960
3_3_place_gp: 797 / 6550 / 446 / 944
5_1_grt: 105 / 6860 / 488 / 960
[power by group]
part	switching (mW)	total, mW	internal, mW
combinational	0.00383	0.0112	0.00733
sequential	0.000116	0.760	0.760
clock	0.267	0.665	0.398
total	0.271	1.44	1.16
[how the worst min path moves through the flow]
stage | start | endpoint | slack, ps | cells past startpoint
CTS | c1.u1.counter[4]$_SDFF_PN0_ | c1.u1.counter[4]$_SDFF_PN0_ | 460 | 1
global route | c1.u1.counter[26]$_SDFF_PN0_ | c1.u1.counter[26]$_SDFF_PN0_ | 490 | 1
finish | c1.u1.counter[4]$_SDFF_PN0_ | c1.u1.counter[4]$_SDFF_PN0_ | 450 | 1
[state kept, by name, indices dropped and copies added (netlist names)]
name,cells
c1.d1.Q,1
c0.d0.Q,1
c1.u1.counter,27
d0.a3.counter,21
c1.d0.Q,1
d0.a4.temp,2
c0.d1.Q,1
c1.u1.clkout,1
c0.u1.clkout,1
btnR_d_prev,1
operand_one,8
operand_two,8
current_state,4
c0.u1.counter,27
alu_op,3
d0.a3.clkout,1
[critical path, delay by kind of cell (launching register included)]
family | cells | cell delay (ps)
xor+xnor | 1 | 250
fa+ha+maj | 1 | 360
flops | 1 | 450
simple gates | 1 | 810
mux | 1 | 140
buf+inv | 2 | 590
compound gates | 5 | 1050
[metal layers]
layer / global-route usage / routed length [um] / up-vias / share of wire
li1: - / - / 2370 / -
met1: 0.177 / 5730 / 2040 / 0.50
met2: 0.188 / 5050 / 93 / 0.44
met3: 0.0108 / 421 / 22 / 0.037
met4: 0.0294 / 322 / 0 / 0.028
met5: 0 / 0 / - / 0
[synthesized netlist by cell type (4+ instances only)]
master / instances / area [um^2]
sky130_fd_sc_hd__inv_1: 44 / 165
sky130_fd_sc_hd__buf_2: 8 / 40.0
sky130_fd_sc_hd__o22ai_1: 6 / 37.5
sky130_fd_sc_hd__nor2_1: 63 / 236
sky130_fd_sc_hd__nand4_1: 11 / 68.8
sky130_fd_sc_hd__mux2i_1: 22 / 220
sky130_fd_sc_hd__a21oi_1: 27 / 135
sky130_fd_sc_hd__a21o_1: 4 / 30.0
sky130_fd_sc_hd__nand2_1: 49 / 184
sky130_fd_sc_hd__nor2b_1: 9 / 56.3
sky130_fd_sc_hd__and3_1: 17 / 106
sky130_fd_sc_hd__o21ai_0: 27 / 135
sky130_fd_sc_hd__ha_1: 41 / 513
sky130_fd_sc_hd__nor3_1: 18 / 90.1
sky130_fd_sc_hd__clkbuf_1: 13 / 48.8
sky130_fd_sc_hd__nand3_1: 33 / 165
sky130_fd_sc_hd__or2_2: 4 / 25.0
sky130_fd_sc_hd__xor2_1: 31 / 272
sky130_fd_sc_hd__nor4b_1: 7 / 61.3
sky130_fd_sc_hd__xnor2_1: 31 / 272
sky130_fd_sc_hd__nor4_1: 10 / 62.6
sky130_fd_sc_hd__nor3b_1: 4 / 30.0
sky130_fd_sc_hd__nand2b_1: 6 / 37.5
sky130_fd_sc_hd__or3_1: 10 / 62.6
sky130_fd_sc_hd__and2_1: 21 / 131
sky130_fd_sc_hd__mux2_2: 4 / 45.0
sky130_fd_sc_hd__edfxtp_1: 21 / 631
sky130_fd_sc_hd__dfxtp_1: 87 / 1740
[cell families (layout without fill, tap and decap cells)]
kind of cell | count (synthesis) | in the layout | share of synthesized area
AND-OR/OR-AND | 99 | 99 | 0.108
buffers and inverters | 71 | 89 | 0.0499
XOR/XNOR | 62 | 62 | 0.0896
flip-flops | 108 | 108 | 0.391
adder cells (fa/ha/maj) | 43 | 43 | 0.0912
multiplexers | 26 | 26 | 0.0438
AND/OR/NAND/NOR | 268 | 268 | 0.226
[area by class of cell]
type	count	area, um^2	area share
repair buffers	29	280	0.0408
flip-flops and latches	108	2370	0.346
multi-input cells	498	3400	0.495
inverters	44	165	0.0241
clock buffers	10	229	0.0334
well taps	265	332	0.0483
clock inverters	6	87.6	0.0128
Power figures rest on the tool's default switching activity, not on a simulated workload.
